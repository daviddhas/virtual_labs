`flow/config.mk`:
```
export PLATFORM = sky130hd
export DESIGN_NAME = process
export DESIGN_NICKNAME = process
export VERILOG_FILES = /design/flow/design.v
export SDC_FILE = /design/flow/constraint.sdc
export NUM_CORES = 4
export LEC_CHECK = 1
export CORE_UTILIZATION = 40
```
`flow/constraint.sdc`:
```
current_design process

set clk_period 8.7
set clk_io_pct 0.2

create_clock -name clk0 -period $clk_period [get_ports {clk}]

set non_clock_inputs [all_inputs -no_clocks]
set_input_delay [expr $clk_period * $clk_io_pct] -clock clk0 $non_clock_inputs
set_output_delay [expr $clk_period * $clk_io_pct] -clock clk0 [all_outputs]
```
`flow/design.v`:
```
module process(opcode,data,clk,rst,fout);
input [9:0]opcode;
input [4:0]data;
input clk,rst;
output [7:0]fout;
wire [7:0]r1,r2,r3,r4,a1,aout,bout,r11,r22,r33,r44;
wire [2:0]s,d;
wire [3:0]alf,de;
wire g;
control con(opcode,clk,alf,de,s,d,g);
muxl mu1(r11,r22,r33,r44,data,s,clk,a1);
alu al1(r1,a1,alf,clk,g,aout);
bus bu1(aout,clk,bout);
demux dd1(bout,d,clk,r1,r2,r3,r4);
regs reg1(r1,rst,clk,r11);
regs reg2(r2,rst,clk,r22);
regs reg3(r3,rst,clk,r33);
regs reg4(r4,rst,clk,r44);
assign fout=aout;
endmodule
module control(opcode,clk,alufn,dd,sou,des,r);
input [9:0]opcode;
input clk;
output reg[3:0]alufn,dd;
output reg[2:0]sou,des;
output reg r;
always@(posedge clk)
begin
dd=opcode[9:6];
sou=opcode[5:3];
des=opcode[2:0];
case(dd)
0:begin
r=1'b1;
alufn=4'b0000;
end
1:begin
r=1'b0;
alufn=4'b0000;
end
2:begin
r=1'b0;
alufn=4'b0001;
end
3:begin
r=1'b0;
alufn=4'b0010;
end
4:begin
r=1'b0;
alufn=4'b0011;
end
5:begin
r=1'b0;
alufn=4'b0100;
end
6:begin
r=1'b0;
alufn=4'b0101;
end
7:begin
r=1'b0;
alufn=4'b0110;
end
8:begin
r=1'b0;
alufn=4'b0111;
end
9:begin
r=1'b0;
alufn=4'b1000;
end
10:begin
r=1'b0;
alufn=4'b1001;
end
11:begin
r=1'b0;
alufn=4'b1010;
end
12:begin
r=1'b0;
alufn=4'b1011;
end
endcase
end
endmodule
module alu(a,b,ch,clk,rst,out);
input [7:0]a,b;
input clk,rst;
input[3:0]ch;
output [7:0]out;
reg [7:0]out;
wire [7:0]q;
div8 s1(a,b,q);
always@(posedge clk)
begin
if(rst)
begin
out=8'b0;
end
else if(!rst)
begin
case(ch)
0 : out=a+b;
1 : out=a-b;
2 : out=a*b;
3 : out=q;
4 : out=~a;
5 : out=a&b;
6: out=a|b;
7 : out=a^b;
8 : out=b<<1;
9 : out=b>>1;
10 : out={b[0],b[7:1]};
11 : out={b[6:0],b[7]};
endcase
end
end
endmodule
module div8(divs,div,q);
input [7:0]divs,div;
output [7:0]q;
wire [3:0]r1,r2,r3,r4,r5;
assign q[7:5]=0;
div4 d1(divs[7:4],div[3:0],r1[3:0],q[4]);
div4 d2({r1[2:0],divs[3]},div[3:0],r2[3:0],q[3]);
div4 d3({r2[2:0],divs[2]},div[3:0],r3[3:0],q[2]);
div4 d4({r3[2:0],divs[1]},div[3:0],r4[3:0],q[1]);
div4 d5({r4[2:0],divs[0]},div[3:0],r5[3:0],q[0]);
endmodule
module div4(divs,div,rem,q);
input [3:0]divs,div;
output [3:0]rem;
output q;
reg [3:0]rem;
reg q;
wire [3:0]r,c;
cas1 c1(divs[0],div[0],1'b0,r[0],c[0]);
cas1 c2(divs[1],div[1],c[0],r[1],c[1]);
cas1 c3(divs[2],div[2],c[1],r[2],c[2]);
cas1 c4(divs[3],div[3],c[2],r[3],c[3]);
always@(divs or c or r)
begin
if(c[3])
begin
q=1'b0;
rem=divs;
end
else
begin
q=1'b1;
rem=r;
end
end
endmodule
module cas1(a,b,c,diff,brow);
input a,b,c;
output diff,brow;
assign diff=a^b^c;
assign brow=((~a)&b)|(b&c)|((~a)&c);
endmodule
module demux(busout,des,clk,rea,reb,rec,red);
input [7:0]busout;
input clk;
input[2:0]des;
output reg[7:0]rea,reb,rec,red;
always@(posedge clk)
begin
case(des)
0:begin
rea=8'b0;
reb=8'b0;
rec=8'b0;
red=8'b0;
end
1:rea=busout;
2:reb=busout;
3:rec=busout;
4:red=busout;
endcase
end
endmodule
module muxl(rea1,reb1,rec1,red1,exin,sou,clk,alin);
input [7:0] rea1,reb1,rec1,red1;
input	[4:0] exin;
input[2:0] sou;
input clk;
output reg [7:0]alin;
always@(posedge clk)
begin
case(sou)
0:alin=8'b0;
1:alin=rea1;
2:alin=reb1;
3:alin=rec1;
4:alin=red1;
5:alin=exin;
endcase
end
endmodule
module bus(aluout,clk,buout);
input[7:0]aluout;
input clk;
output[7:0]buout;
reg [7:0]buout;
always@(posedge clk)
begin
buout=aluout;
end
endmodule
module regs(re,rst,clk,re1);
input [7:0]re;
input rst,clk;
output [7:0]re1;
reg [7:0]re1;
always@(posedge clk)
begin
if(rst)
begin
re1=8'b0;
end
else
begin
re1=re;
end
end
endmodule
```
`flow/run.sh`:
```
#!/bin/bash
# OpenROAD 26Q1-2900-gdf79404cd8, Yosys 0.63+post, stock flow scripts
make -C /OpenROAD-flow-scripts/flow DESIGN_CONFIG=/design/flow/config.mk WORK_HOME=/design/flow/orfs finish
```
==> GITHUB_STEP_SUMMARY <==
### Flow metrics

| Metric | Value |
|---|---|
| CTS buffer count | `9` |
| Dpl hpwl | `10,680 um` |
| Number of OpenROAD warnings | `39` |
| Top Ports | `25` |
| Antenna Cells | `0` |
| Worst hold path stage count | `0` |
| CP Buf/Inv Count | `3` |
| Reg2reg start | `dd1.rea[4]` |
| Hold Fails Final Rpt | `0` |
| Final Setup Violations | `0` |
| RSZ-0062 raised after global routing | `no` |
| First-pass GRT wire length | `around 24,000 um` |
| DP Area | `between 6000 and 7000 um2` |
| Synth cell types | `between 60 and 70` |
| Post-Syn Area | `6177 um2` |
| Worst R2R Path Depth | `30` |
| First-pass iteration count of the detailed router | `5` |
| Crit-path slowest cell | `fa_1` |
| CP Depth | `30` |
| Crit path max-delay family | `adder cells` |
| Clock Tree Buf Depth | `2` |
| Final antenna-violating net count | `0` |
| Routed len/inst | `17.60 um` |
| RePlAce Congestion | `0.9636` |
| Clk ins delay skew pair | `roughly 0.35 ns` |
| Post-synthesis sequential area ratio | `0.4132` |
| Die Height | `~130 um` |
| RR Endpoint | `al1.out[0]` |
| Final global-route overflow total | `0` |
| Fin Clk Skew | `0.008792 ns` |
| Req. time, crit path | `8.91 ns` |
| PD cells | `204.8 nW/um2` |
| Post-route DRC | `0` |
| Clock slew at reported path FFs | `about 0.07 ns` |
| Top cell by count, worst path | `fa_1` |
| Hold crit path type | `register to register` |
| Outcome | `complete, no violations` |
| Area delta synth->final | `11.53%` |
| Leakage Power | `between 2 and 3 nW` |
| # rows | `45` |
| DIE AREA | `15,940 um2` |
| Drt total wl | `14,490 um` |
| CP Data Arrival Time | `8.42 ns` |
| Top cells excl fill/tap | `dfxtp_1 (66), nor2_1 (51), inv_1 (50)` |
| Largest net degree at the start of global routing | `33` |
| Crit end category | `register` |
| Vias in the first global route | `4,349` |
| Syn. warnings | `7` |
| Iter 0 DRT Violations | `291` |
| Depth of the CTS H-tree | `3` |
| Tot Pwr | `between 1 and 1.5 mW` |
| Crit path launch type | `register` |
| Final max-slew violation count | `0` |
| Post-route minimum period | `8.207 ns` |
| Syn avg cell area | `10.03 um2` |
| Hold path start | `al1.out[5]` |
| # hold bufs at CTS | `0` |
| Fmax | `approximately 0.12 GHz` |
| CTS tree | `done` |
| CP Class | `register to register` |
| Maximum fanout along the worst path | `6` |
| Post-synth ARST share | `0` |
| Synth Flop Type | `dfxtp_1` |
| CTS Sinks | `107` |
| Layout cells sized above 1 | `0.07874` |
| Setup TNS | `0 ns` |
| Measured slew at the worst slew-check pin | `0.8398 ns` |
| Worst Hold End | `bu1.buout[5]` |
| Core Area | `15,150 um2` |
| Slew headroom | `0.4381` |
| Total Routing Usage GR | `0.2012` |
| Final hold slack | `0.3729 ns` |
| R2R Setup Slk | `just under 0.5 ns` |
| Detailed-route via count | `approximately 4,400` |
| YS chip area | `6177 um2` |
| Post-Syn Instances | `616` |
| Top cell excl fill/tap | `dfxtp_1` |
| Die boundary width | `126.3 um` |
| Final worst path period share | `0.9433` |
| Worst VDD drop | `0.1808 mV` |
| Initial antenna violation count | `0` |
| Core Util, Final | `0.4549` |
| Cell count listed in synth_stat.txt | `between 600 and 700` |
| Port Buf Inserts | `24` |
| Ys flops | `107` |
| Slowest stage delay, CP | `0.49 ns` |
| DR vias/cell | `5.360` |
| Floorplan core density | `0.4078` |
| Count of library flops with an enable pin | `41` |
| Root buf cell | `clkbuf_16` |
| Max-Cap Viols | `0` |
| Design area | `between 6000 and 7000 um2` |
[Yosys cell counts (3+ instances only)]
master     count  area share
ha_1          49       0.099
nand2b_1       3      0.0030
o2111ai_1      5      0.0071
and3_1        16       0.016
nor4_1         4      0.0041
mux2i_1        7       0.011
a221oi_1       4      0.0057
xor2_1         9       0.013
xnor2_1       23       0.033
nor2_1        51       0.031
fa_1          19       0.062
edfxtp_1      41        0.20
a22oi_1       11       0.013
nand2_1       48       0.029
clkbuf_1      23       0.014
a21o_1         3      0.0036
nor3_1         6      0.0049
o211ai_1       6      0.0073
or2_2          3      0.0030
a21oi_1       26       0.021
a222oi_1       6      0.0097
dfxtp_1       66        0.21
inv_1         51       0.031
mux2_2        10       0.018
o22ai_1        6      0.0061
nor2b_1       31       0.031
and2_1        19       0.019
a31oi_1        4      0.0041
o21ai_0       18       0.015
[logic make-up (layout without fill, tap and decap cells)]
logic type,count (synthesis),in the layout,share of synthesized area
AND/OR/NAND/NOR,197,197,0.1614
multiplexers,19,19,0.03565
XOR/XNOR,32,32,0.04537
flip-flops,107,107,0.4132
buffers and inverters,81,100,0.05226
adder cells (fa/ha/maj),70,70,0.1641
AND-OR/OR-AND,110,110,0.1280
[area by class of cell]
class / instances / area (um2)
clock inverters: 7 / 86.33
clock buffers: 9 / 225.2
flip-flops and latches: 107 / 2552
fillers: 1362 / 8257
well taps: 188 / 235.2
repair buffers: 30 / 285.3
inverters: 54 / 202.7
multi-input cells: 428 / 3302
[registers in the layout (all words and copies together) (netlist names)]
name / cells
reg1.re1: 8
reg3.re1: 8
bu1.buout: 8
con.alufn: 12
dd1.rea: 8
dd1.rec: 8
reg2.re1: 8
con.des: 3
dd1.reb: 8
al1.out: 8
mu1.alin: 8
con.r: 1
reg4.re1: 8
dd1.red: 8
con.sou: 3
[worst register-to-register path: cells and delay by family, from the launching register on]
kind,cells,cell delay [ns]
adders and majority gates,9,3.45
buffers and inverters,3,0.22
muxes,3,0.93
DFF,1,0.40
AOI/OAI and AO/OA,9,1.73
and+or+nand+nor,6,1.36
[metal layers]
layer,GRT usage,wire length (um)
met1,0.3354,7004
met4,0.03614,284
met3,0.03723,1018
met2,0.2873,6179
met5,0,0
[power by group]
| group | switching, mW | internal (mW) | leakage, nW |
|---|---|---|---|
| Combinational | 0.202 | 0.172 | 1.79 |
| Sequential | 0.0502 | 0.567 | 0.958 |
| Clock | 0.192 | 0.228 | 0.148 |
[worst max-delay path by stage]
stage                end  slack, ns       start
global route  al1.out[0]       0.04  dd1.rea[4]
CTS           al1.out[0]       0.34  dd1.rea[4]
finish        al1.out[0]       0.49  dd1.rea[4]
[stage by stage]
stage | setup slack, ns | instances
3_3_place_gp | 0.6152 | 806
4_1_cts | 0.3394 | 822
2_1_floorplan | 0.8976 | 616
5_1_grt | 0.04083 | 823
3_5_place_dp | 0.3710 | 806
6_report | 0.4934 | 823
[repair_timing]
| action | CTS | global route |
|---|---|---|
| endpoints found under the setup margin | 0 | 1 |
| resized | 0 | 1 |
| buffers inserted | 0 | 1 |
Power figures rest on the tool's default switching activity, not on a simulated workload.
