`run.sh`:
```
#!/bin/bash
# OpenROAD 26Q1-2900-gdf79404cd8, Yosys 0.63+post, stock flow scripts
make -C /OpenROAD-flow-scripts/flow DESIGN_CONFIG=/design/flow/config.mk WORK_HOME=/design/flow/orfs finish
```
`config.mk`:
```
export PLATFORM = sky130hd
export DESIGN_NAME = updown_counter
export DESIGN_NICKNAME = updown_counter
export VERILOG_FILES = /design/flow/design.v
export SDC_FILE = /design/flow/constraint.sdc
export NUM_CORES = 4
export LEC_CHECK = 1
export CORE_AREA = 10 10 70 70
export DIE_AREA = 0 0 80 80
```
`constraint.sdc`:
```
current_design updown_counter

set clk_period 3.2
set clk_io_pct 0.2

create_clock -name clk0 -period $clk_period [get_ports {clk}]

set non_clock_inputs [all_inputs -no_clocks]
set_input_delay [expr $clk_period * $clk_io_pct] -clock clk0 $non_clock_inputs
set_output_delay [expr $clk_period * $clk_io_pct] -clock clk0 [all_outputs]
```
`design.v`:
```
module updown_counter(clk, reset, mode, count);
	input clk, reset, mode;
	output [ 7 :0 ] count;
wire reset, mode;
reg [ 7 :0] count;
always @(posedge clk )
begin
		 if(!reset)
	count <= 8'b0100;
		 else if (mode == 0)
count <= count + 1;
	else if (mode == 1)
		count <= count - 1;
end
endmodule
```
==> results.yml <==
# flow metrics
critical_path:
  cp_data_arrival_time_ns: 2.46
  crit_chain: "clkdlybuf4s50_1 > inv_1 > fa_1 > nor2b_4 > o31ai_1 > a21oi_1 > and3b_1"
  critical_path_buf_inv_count: 2
  start_kind: "input pin"
  critPathTopFamily: "buffers and inverters"
  crit_fanout: 8
  worstPathRequired_ns: 3.34
  crit_type: "in2reg"
  max_stage_delay_ns: 0.68
  cp-end-kind: "register"
  crit_slowest_cell: "clkdlybuf4s50_1"
die:
  fp.dieH_microns: 80
  rows: 21
  fp_util: 0.1535
  ios: 11
  die_area_sq_um: 6400
  die_x_microns: 80
  core_sq_um: 3416
synthesis:
  synth.area.top_cells: "dfxtp_1 31%, ha_1 14%, o21ai_0 4.8%, a21oi_1 3.8%, fa_1 3.8%"
  postSynthSeqShare: 0.3055
  yosys_cells: 57
  syn_inst: 57
  syn_avg_cell_area_sq_um: 9.197
  yosys_warnings: 1
  ys.flop_type: "dfxtp_1"
  largest_area_cell: "dfxtp_1"
  syn-cell-area_sq_um: 524.3
  most_common_cell: "dfxtp_1"
  ys_seq_elements: 8
  synth.top_cells.by_count: "8 x dfxtp_1, 6 x ha_1, 5 x inv_1, 5 x o21ai_0, 4 x a21oi_1"
  synth_cell_types: 29
  ys_async_sr_fraction: 0
  edf_count: 0
  ys_chip_area_sq_um: 524.3
  synth_top_area_share: 0.3055
grt:
  antenna_found_initial: 0
  grt.overflow.total: 0
  grt_pass1_vias: 404
  grt_max_degree: 12
  grt_pass1_wl_microns: 1869
  grt_use_total: 0.03676
final_timing:
  rsz0062_at_grt: "false"
  hold_violations: 0
  max_freq_ghz: 0.4312
  period_used_share: 0.7246
  worst_slack_ns: 0.8812
  finalSetupViolations: 0
  period_needed_ns: 2.319
  fin_hold_ws_ns: 0.4944
  tightest_slew_ns: 0.3588
  clock_skew_ns: 0.002611
  drv_slew: 0
  slew_headroom: 0.7601
  setup_tns_ns: 0
power_and_ir_drop:
  total_power_mw: 0.4416
  leakagePower_nw: 0.2928
  power_density_nw_per_um2: 630.2
  irDropWorstVdd_mv: 0.1130
finish:
  syn2layout_area_growth_pct: 33.65
  stdcell_area_sq_um: 700.7
  utilization: 0.2051
  final-comb-area_sq_um: 341.6
  fill_cells: 379
  drive_gt1_frac: 0.08696
  top_regs: "count x8"
  largest_reg_flops: 8
  largest_register: "count"
  regArea_sq_um: 160.2
  final_cells: 115
run_status:
  status: "completed"
clocking:
  clock-sinks: 8
  numCtsBuffers: 3
  cts_setup_buffers: 0
  hold_buffers: 0
  clkTransAtPathRegs_ns: 0.05
  cts_buffer_depth: 2
  clk_latency_ns: 0.25
  clock-root-buffer: "clkbuf_4"
  cts_max_level: 1
  cts-resized-gates: 0
  cts_tree: "built"
place:
  gp_congestion: 0.7782
  dp.cells: 112
  place_hpwl_microns: 914.3
  io_buffers: 10
  place_ws_ns: 0.6257
  place_area_sq_um: 678.2
flow_run:
  tool_warnings: 25
  cap_viol_max_count: 0
routing:
  drc_errors: 0
  diodes: 0
  wl_per_cell_microns: 10.24
  drt-total-wl_microns: 1178
  drt_iter0_markers: 42
  antenna_left: 0
  viasPerCell: 3.939
  drt_pass1_iterations: 4
  vias: 453
worst_hold_path:
  hold_class: "reg2reg"
==> layout by cell type (no fill, tap or decap), types with 2 or more instances in the layout <==
cell              n
a21oi_1           4
and3b_1           2
clkbuf_4          3
clkdlybuf4s50_1  10
dfxtp_1           8
ha_1              6
inv_1             5
nand3_1           2
nor2b_1           2
nor3_1            2
o21ai_0           5
o31ai_1           2
==> metal layers <==
layer / vias up / routed length, microns / track usage / part of all wire
met5: - / 0 / 0 / 0
met4: 0 / 11 / 0.005282 / 0.0093
met3: 2 / 118 / 0.02500 / 0.10
met2: 11 / 537 / 0.05618 / 0.46
met1: 204 / 510 / 0.04245 / 0.43
li1: 236 / - / - / -
==> power breakdown <==
part	internal [mW]	switching, mW	leakage, nW	total (mW)
sequential	0.128	0.0172	0.0669	0.146
combinational	0.124	0.0986	0.212	0.223
clock	0.0427	0.0307	0.0138	0.0734
==> path summary, 6_finish.rpt <==
kind | start | endpoint | slack (ns) | depth (start not counted)
worst max register to register | count[0] | count[6] | 1.62 | 6
worst max-delay path | mode | count[6] | 0.88 | 7
worst min register to register | count[0] | count[0] | 0.49 | 1
worst min-delay path | count[0] | count[0] | 0.49 | 1
==> cells by family (layout without fill, tap and decap cells) <==
| family | count (synthesis) | after routing | share of synthesized area |
|---|---|---|---|
| AOI/OAI and AO/OA | 19 | 19 | 0.2411 |
| and+or+nand+nor | 16 | 16 | 0.2124 |
| DFF | 8 | 8 | 0.3055 |
| adders and majority gates | 7 | 7 | 0.1814 |
| buffers and inverters | 6 | 18 | 0.04296 |
| xor gates and xnor gates | 1 | 1 | 0.01671 |
==> layout make-up <==
type / instances / share of cell area
clock buffer: 3 / 0.03214
timing repair buffer: 10 / 0.1429
multi-input combinational: 43 / 0.4875
inverter: 5 / 0.02679
tap: 46 / 0.08214
sequential: 8 / 0.2286
==> worst register-to-register path: cells and delay by family (launching register included) <==
kind | cells | cell delay [ns]
AOI/OAI and AO/OA | 2 | 0.23
DFF | 1 | 0.40
and+or+nand+nor | 2 | 0.32
adders and majority gates | 1 | 0.44
buffers and inverters | 1 | 0.08
Power figures rest on the tool's default switching activity, not on a simulated workload.
