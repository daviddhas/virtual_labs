**design/flow/design.v**
```verilog
module tlc ( clk, reset,  vehicle_sensor, highway_signal, farm_signal );
  input reset, clk, vehicle_sensor; 
  output [1:0] highway_signal, farm_signal;
  parameter HG=2'b00, HY=2'b01, FG=2'b10, FY=2'b11;
  parameter GREEN = 2'b00, YELLOW = 2'b01, RED = 2'b10;
  reg [1:0] highway_signal, farm_signal, cur_state, next_state;
  reg [1:0] highway_signal1, farm_signal1;
  reg reset_timer; reg [3:0] timer; wire long_timeout, short_timeout;
  always @( negedge clk or negedge reset ) 
    if (reset == 1'b0) 
		cur_state <= HG; 
	 else
	  cur_state <= next_state;
   always @( negedge clk or negedge reset )
    if (reset == 1'b0) 
			timer <= 4'h0;
	 else if ( reset_timer == 1'b1 ) 
			timer <= 4'h0; 
    else if ( timer == 4'hf ) 
			timer <= 4'b1111;
    else 
			timer <= (timer + 1) % 16;
  assign short_timeout = timer[0] ;  
  assign long_timeout = ( (timer[1]==1) || (timer[2]==1) || (timer[3]==1) ) ? 1'b1 : 1'b0;
  always @(cur_state or long_timeout or vehicle_sensor or short_timeout) 
  begin
    if (cur_state == HG)
			begin
	       highway_signal <= GREEN; farm_signal <= RED;
			 if (vehicle_sensor == 1'b1 && long_timeout == 1'b1 )
				begin
						next_state <= HY;reset_timer <= 1'b1;
				end
			 else 
				begin
					next_state <= HG;reset_timer <= 1'b0;
				end
			end					
	 else if (cur_state == HY) 
			 begin 
				highway_signal <= YELLOW; farm_signal <= RED;
				if ( short_timeout == 1'b1 ) 
				begin 
					next_state <= FG; reset_timer <= 1'b1;
				end 
				else  
				begin  
					next_state <= HY;reset_timer <= 1'b0; 
				end
			 end 
	 else if (cur_state == FG) 
			 begin 
				highway_signal <= RED; farm_signal <= GREEN;
				if ( long_timeout == 1'b1 ) 
					begin 
					  reset_timer<= 1'b1;
						next_state <= FY; 
					end 
				else  
					begin  
						next_state <= FG;  reset_timer<= 1'b0;
					end
				end 
	else if (cur_state == FY) 
			begin 
				highway_signal <= RED; farm_signal <= YELLOW;
				if ( short_timeout == 1'b1 ) 
					begin 
						next_state <= HG; reset_timer<= 1'b1;
					end 
				else  
					begin  
					next_state <= FY; reset_timer<= 1'b0; 
					end
			 end 
	else  
			begin 
			 highway_signal <= RED; farm_signal <= RED;
			 next_state <= HG;reset_timer <= 1'b1; 
			end
  end  
endmodule
```
**design/flow/run.sh**
```bash
#!/bin/bash
# OpenROAD 26Q1-2900-gdf79404cd8, Yosys 0.63+post, stock flow scripts
make -C /OpenROAD-flow-scripts/flow DESIGN_CONFIG=/design/flow/config.mk WORK_HOME=/design/flow/orfs finish
```
**design/flow/config.mk**
```make
export PLATFORM = sky130hd
export DESIGN_NAME = tlc
export DESIGN_NICKNAME = tlc
export VERILOG_FILES = /design/flow/design.v
export SDC_FILE = /design/flow/constraint.sdc
export NUM_CORES = 4
export LEC_CHECK = 1
export CORE_AREA = 10 10 72 72
export DIE_AREA = 0 0 82 82
```
**design/flow/constraint.sdc**
```tcl
current_design tlc

set clk_period 1.5
set clk_io_pct 0.2

create_clock -name clk0 -period $clk_period [get_ports {clk}]

set non_clock_inputs [all_inputs -no_clocks]
set_input_delay [expr $clk_period * $clk_io_pct] -clock clk0 $non_clock_inputs
set_output_delay [expr $clk_period * $clk_io_pct] -clock clk0 [all_outputs]
```
==> results_dict.tcl <==
# flow metrics
set metrics [dict create \
    power_per_cell_area_nw_per_um2 1950 \
    clock_path_buffers 2 \
    grt_pass1_vias 398 \
    grt_usage_pct 3.15 \
    netlist_area_sq_um 400 \
    reg2reg_from "cur_state[0]" \
    h-tree-depth 1 \
    tool_warnings 29 \
    io_buffers 6 \
    power.leakage_uw 0.000273 \
    synth_area_per_cell_sq_um 9.53 \
    setup_ws_ps -682 \
    ff_type "dfrtn_1" \
    die_y_um 82 \
    async_reset_ff_share_pct 100 \
    p_seq_share_pct 31.1 \
    ir_drop_mv 0.481 \
    critPathArrivalTime_ps 1880 \
    ant_nets 0 \
    overflow 0 \
    insertion_delay_ps 290 \
    hold_path.startpoint "timer[0]" \
    violations "negative setup slack" \
    clkSlewWorstSetupHoldPaths_ps 30 \
    ys_cells 42 \
    layoutNonFillerInstCount 109 \
    coreArea_sq_um 3690 \
    synthCells 42 \
    crit_start "cur_state[0]" \
    p_int_uw 809 \
    drc_errors 0 \
    via_per_inst 3.46 \
    cts_buffers 3 \
    placed_area_sq_um 573 \
    post-dp-hpwl_um 657 \
    critPathKind "reg2out" \
    final_cell_mix "dfrtn_1, buf_4, inv_1" \
    crit_fanout 2 \
    worstPathCellList "buf_6 > buf_6 > nor3_2 > buf_2" \
    slowest_stage "dfstp_2" \
    cts_tree "yes" \
    worstMarginPinSlew_ps 312 \
    insertedDiodeCount 0 \
    yosysWarningCount 1 \
    pwr-share-comb_pct 46.2 \
    design_area_sq_um 638 \
    cp-start-kind "flip-flop" \
    cpPeakStageDelay_ps 530 \
    root_buffer "clkbuf_8" \
    maxCapViolations 0 \
    area_delta_synth_final_pct 59.4 \
    die-area_sq_um 6720 \
    ios 7 \
    slew_headroom_pct 79.2 \
    setup_violations 4 \
    hold_path.class "reg2reg" \
    postSynthSeqShare_pct 50.3 \
    p_total_uw 1240 \
    drive_gt1_share_pct 39.3 \
    wirelength_um 983 \
    crit_path_end_kind "output port" \
    dp.cells 103 \
    drtPass1Iterations 2 \
    grt_max_degree 10 \
    grt_pass1_wl_um 1690 \
    synth-edff-count 0 \
    num_vias 377 \
    ys_ff 8 \
    hold_violations 0 \
    die_x_um 82 \
    swShare_pct 35.0 \
    critPathTopFamily "flip-flops" \
    cp_data_required_time_ps 1200 \
    synth.distinct_cells 18 \
    drt-wirelength-per-cell_um 9.02 \
    clockPowerShare_pct 22.7 \
    slew_viol_final 0 \
    gp_congestion 0.734 \
    first_iter_violations 21 \
    antenna_found_initial 0 \
    switching_power_uw 435 \
    cts_sinks 8 \
    fillers 410 \
    crit_top_cell "buf_6" \
    yosys_area_sq_um 400 \
    fin_skew_ps 39.2 \
    run_status "finished, violations left" \
    rsz0062_at_grt "true" \
    rows 22 \
    path_buffers 3 \
    initCoreUtil_pct 10.9 \
]
-- power by group through the flow --
| stage | combinational (uW) | sequential [uW] | clock [uW] |
|---|---|---|---|
| 5_1_grt | 635 | 398 | 309 |
| 6_report | 575 | 387 | 282 |
| 4_1_cts | 573 | 384 | 287 |
-- metrics by stage --
stage               hold slack, ps  TNS [ps]  setup WS, ps  utilization (%)
detailed placement             522     -5420          -688             15.5
floorplan                      436      -596          -171                -
global placement               517     -5350          -697             15.5
finish                         530     -2520          -682             17.3
CTS                            525     -2530          -686             17.4
global route                   550     -2750          -736             17.3
-- final timing paths --
path | to | slack [ps] | cells past startpoint
max | farm_signal[0] | -680 | 4
min | timer[0] | 530 | 1
max reg2reg | timer[3] | 100 | 6
min reg2reg | timer[0] | 530 | 1
max in group asynchronous | cur_state[1] | 330 | 2
min in group asynchronous | timer[0] | 1010 | 2
-- timing repair --
| item | in CTS | in global routing |
|---|---|---|
| buffers inserted | 2 | 0 |
| hold buffers | 0 | 0 |
| resized | 17 | 2 |
| pin swaps | 2 | 4 |
| cloned | 0 | 0 |
| setup endpoints to repair | 10 | 8 |
-- synthesized netlist by cell type, types with 3 or more instances --
cell,instances,area [sq um]
nor3_2,3,30.0
nand3_1,3,15.0
dfrtn_1,7,175
o21ai_0,3,15.0
nand2_1,4,15.0
nor2_1,4,15.0
inv_1,5,18.8
a21oi_1,3,15.0
-- final cells by class --
class	instances	area (sq um)	area share [%]
flip-flops and latches	8	201	31.6
multi-input cells	29	199	31.2
repair buffers	15	114	17.8
well taps	48	60.1	9.41
clock buffers	4	45.0	7.06
inverters	4	15.0	2.35
clock inverters	1	3.75	0.588
-- per-layer routing --
metal | vias to the layer above | share of wire, % | global-route usage, %
met2 | 9 | 41 | 4.15
met3 | 2 | 14 | 2.53
li1 | 183 | - | -
met5 | - | 0 | 0
met1 | 183 | 45 | 4.04
met4 | 0 | 0.41 | 0.340
-- kinds of logic (layout without fill, tap and decap cells) --
| kind of cell | count (synthesis) | in the layout | synth area share (%) |
|---|---|---|---|
| buffers and inverters | 5 | 24 | 4.69 |
| DFF | 8 | 8 | 50.3 |
| and+or+nand+nor | 18 | 18 | 26.2 |
| adders and majority gates | 1 | 1 | 3.12 |
| AOI/OAI and AO/OA | 10 | 10 | 15.6 |
-- registers in the layout, summed over array words and instances, names as in the netlist --
signal and count:
timer 4, cur_state 4
Power and IR drop assume default switching activity.
